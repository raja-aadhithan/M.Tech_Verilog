==> /design/flow/design.v <==
module moore(input i,clk,rst, output reg y);
	reg [2:0] state,next_state;
	parameter idle=3'b000, s1=3'b001, s10=3'b010, s100=3'b011, s1001=3'b100;
	always@(*)begin
		case(state)
			idle	: next_state = i ? s1	: idle;
			s1		: next_state = i ? s1	: s10;
			s10	: next_state = i ? s1	: s100;
			s100	: next_state = i ? s1001: idle;
			s1001	: next_state = i ? s1	: s10;
		endcase
	end		
	always@(posedge clk) begin
		if (rst == 1) begin
			state = idle;
			y <= 1'b0;
		end
		else begin
			state = next_state;
			y <= (state==s1001);
		end
	end
endmodule 
==> /design/flow/run.sh <==
#!/bin/bash
# OpenROAD 26Q1-2900-gdf79404cd8, Yosys 0.63+post, stock flow scripts
make -C /OpenROAD-flow-scripts/flow DESIGN_CONFIG=/design/flow/config.mk WORK_HOME=/design/flow/orfs finish
==> /design/flow/config.mk <==
export PLATFORM = sky130hd
export DESIGN_NAME = moore
export DESIGN_NICKNAME = moore
export VERILOG_FILES = /design/flow/design.v
export SDC_FILE = /design/flow/constraint.sdc
export NUM_CORES = 4
export LEC_CHECK = 1
export CORE_AREA = 10 10 70 70
export DIE_AREA = 0 0 80 80
==> /design/flow/constraint.sdc <==
current_design moore

set clk_period 1.0
set clk_io_pct 0.2

create_clock -name clk0 -period $clk_period [get_ports {clk}]

set non_clock_inputs [all_inputs -no_clocks]
set_input_delay [expr $clk_period * $clk_io_pct] -clock clk0 $non_clock_inputs
set_output_delay [expr $clk_period * $clk_io_pct] -clock clk0 [all_outputs]
==> flow_metrics.tcl <==
# metrics dict for downstream scripts
set metrics [dict create \
    netlist_top_cells_area "sky130_fd_sc_hd__dfxtp_1, sky130_fd_sc_hd__dlxtn_1, sky130_fd_sc_hd__and2b_1, sky130_fd_sc_hd__mux2i_1, sky130_fd_sc_hd__o211a_1" \
    worst_ep_required_time_ns 0.80 \
    cap_viol_max_count 0 \
    synth.yosys.chip_area_um2 213 \
    postSynthCellCount 20 \
    critPathMaxFanout 1 \
    holdCritPathClass "input port to register" \
    first_pass_grt_wire_length_um 703 \
    antenna_cells_inserted 0 \
    drt_iter0_drc 3 \
    tool_warnings 25 \
    drcViolationCount 0 \
    fp-row-count 21 \
    cts_repair_resize_count 1 \
    drive_gt1_share_pct 11.5 \
    power.leakage_nw 0.142 \
    post_synth_and_or_nand_nor_area_fraction_pct 20.0 \
    met1_length_um 132 \
    postRouteAntennaNets 0 \
    cp_top_family "flip-flops" \
    min_delay_path_depth 2 \
    detailedRoute.firstPassIterationCount 4 \
    rsz0062_at_grt "false" \
    critPathMaxStageDelay_ns 0.29 \
    dr_wl_met3_um 4 \
    flow.area_growth_from_synthesis_pct 51.2 \
    muxShareOfSynthArea_pct 4.71 \
    fp.dieArea_um2 6400 \
    fin_crit_share_pct 94.7 \
    io_buffer_count 3 \
    timing.final.hold_violations 0 \
    via_count_of_the_first_global_routing_pass 174 \
    dr_wl_cell_um 5.63 \
    met2RoutedLength_um 267 \
    cp_cell_sequence "dlygate4sd2_1" \
    synth_adder_area_share_pct 0 \
    fin_hold_ws_ns 0.563 \
    sort_of_element_at_the_end_of_the_critical_path "output pin" \
    layout_min_cycle_time_ns 0.947 \
    initial_utilization_pct 6.23 \
    xor_share_pct 4.12 \
    routed-via-count 153 \
    pwr-share-clk_pct 52.0 \
    hold_end "state[1]" \
    synth_area_um2 213 \
    clock_tree.root_cell "sky130_fd_sc_hd__clkbuf_4" \
    topRoutingLayerUsed "met3" \
    peakVddDrop_uv 147 \
    number_of_unconstrained_endpoints 3 \
    clock_tree.htree_level_count 1 \
    place_congestion 0.740 \
    global_route.overflow_total 0 \
    maximum_number_of_pins_on_one_net_before_global_route_repair 6 \
    p_total_mw 0.377 \
    yosys-stat-cells 20 \
    routed_wirelength_um 405 \
    placed_standard_cell_area_um2 300 \
    gr-usage-all-layers_pct 1.35 \
    synth_cell_types 14 \
    netlist_logic_family_top "simple AND/OR/NAND/NOR gates" \
    start_kind "register" \
    slew_headroom_pct 88.2 \
    fin_area_um2 322 \
    detail_route.vias_per_cell 2.13 \
    core_area_um2 3420 \
    ys.flops 7 \
    tritoncts_clock_tree "built" \
    grt_antenna_before_repair 0 \
    comb_power_share_pct 4.3 \
    timing.setup.tns_ns 0 \
    critical_path_class "register to output pin" \
    ys.warnings.count 1 \
    tightestPinTransition_ns 0.177 \
    worst_ep_arrival_time_ns 0.75 \
    postCtsSetupBuffers 0 \
    sw_frac_of_total_pct 18.2 \
    fmax_ghz 1.06 \
    worst_setup_hold_path_clk_slew_ns 0.04 \
    share_seq_of_total_power_pct 43.7 \
    status "finished, final reports clean" \
    synth_compound_gate_area_share_pct 10.6 \
    netlist.area_leader.share_pct 37.6 \
    cp.buffers_inverters 1 \
    netlist.top_cell.by_area "sky130_fd_sc_hd__dfxtp_1" \
    design.portCount 4 \
    post_synth.cell_area_avg_um2 10.6 \
    cts.hold.buffers_added 0 \
    worst_hold_startpoint "rst" \
    count_of_unclocked_register_or_latch_pins 3 \
    power_report.internal_total_mw 0.308 \
    cp_slowest_cell "sky130_fd_sc_hd__dfxtp_1" \
    setup-violations-final 0 \
    maxSlewViolCount 0 \
    die_w_um 80 \
    numCtsBuffers 3 \
    cts-root-to-sink-buffers 2 \
    total_switching_power_mw 0.0686 \
    die.size.y_um 80 \
    power_density_nw_per_um2 1170 \
]
==> Yosys cell counts, drive strengths merged <==
| library cell | instances |
|---|---|
| dfxtp | 4 |
| nand2 | 1 |
| and2b | 2 |
| nor2b | 1 |
| dlxtn | 3 |
| nor2 | 1 |
| inv | 1 |
| xor2 | 1 |
| mux2i | 1 |
| o21ai | 1 |
| o211a | 1 |
| nand2b | 1 |
| nor3b | 1 |
| o21a | 1 |
==> area by class of cell <==
class                           instances  area, µm²
Multi-Input combinational cell         12       83.8
Clock buffer                            3       22.5
Tap cell                               46       57.6
Timing Repair Buffer                    3       28.8
Inverter                                1       3.75
Fill cell                             401       3090
Sequential cell                         7        125
==> cells in the final DEF, fill, tap and decap left out, drive strengths merged <==
| master | n |
|---|---|
| o21ai | 1 |
| nor3b | 1 |
| inv | 1 |
| mux2i | 1 |
| dlxtn | 3 |
| nand2b | 1 |
| clkdlybuf4s50 | 2 |
| o211a | 1 |
| clkbuf | 3 |
| and2b | 2 |
| xor2 | 1 |
| dlygate4sd2 | 1 |
| o21a | 1 |
| nor2 | 1 |
| dfxtp | 4 |
| nand2 | 1 |
| nor2b | 1 |
==> sequential cells by signal, indices dropped and copies added (netlist names) <==
| register | count |
|---|---|
| y | 1 |
| state | 3 |
| next_state | 3 |
==> cells by family (layout without fill, tap and decap cells) <==
logic type / count (synthesis) / in the layout
AND-OR/OR-AND: 3 / 3
buffers and inverters: 1 / 7
latches: 3 / 3
AND/OR/NAND/NOR: 7 / 7
flip-flops: 4 / 4
XOR/XNOR: 1 / 1
multiplexers: 1 / 1
==> how the worst max path moves through the flow <==
stage / slack, ns / depth (start not counted) / to / startpoint
CTS: 0.03 / 1 / y / y
global route: 0.03 / 1 / y / y
finish: 0.05 / 1 / y / y
==> per-stage QoR <==
| stage | instances | util, % | worst slack [ns] |
|---|---|---|---|
| final | 72 | 9.41 | 0.0526 |
| after detailed placement | 69 | 8.79 | -0.130 |
| after CTS | 72 | 9.41 | 0.0343 |
| after global routing | 72 | 9.41 | 0.0270 |
| after floorplan | 20 | - | 0.409 |
| after global placement | 69 | 8.79 | -0.0996 |
==> layer usage <==
metal,global-route usage (%),vias to the layer above
met5,0,-
met4,0.880,0
met3,0.227,0
met2,2.73,4
met1,1.14,72
li1,-,77
==> power by group through the flow <==
stage                 Clock (mW)  Sequential [mW]  Combinational (mW)
after CTS                  0.204            0.165              0.0164
after global routing       0.218            0.165              0.0185
final                      0.196            0.165              0.0162
Power figures rest on the tool's default switching activity, not on a simulated workload.
