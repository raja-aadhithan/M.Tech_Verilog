<file path="./run.sh">
#!/bin/bash
# OpenROAD 26Q1-2900-gdf79404cd8, Yosys 0.63+post, stock flow scripts
make -C /OpenROAD-flow-scripts/flow DESIGN_CONFIG=/design/flow/config.mk WORK_HOME=/design/flow/orfs finish
</file>
<file path="./config.mk">
export PLATFORM = sky130hd
export DESIGN_NAME = sequence
export DESIGN_NICKNAME = sequence
export VERILOG_FILES = /design/flow/design.v
export SDC_FILE = /design/flow/constraint.sdc
export NUM_CORES = 4
export LEC_CHECK = 1
export CORE_AREA = 10 10 70 70
export DIE_AREA = 0 0 80 80
</file>
<file path="./design.v">
module sequence(input i,clk,rst,output y);
	parameter idle=2'b00,s1=2'b01,s11=2'b10,s110=2'b11;
	reg [1:0] state,next_state;
	always@(*)begin
		case(state)
			idle: next_state = i ? s1   : idle;
			s1  : next_state = i ? s11  : idle;
			s11 : next_state = i ? s11  : s110;
			s110: next_state = i ? s1   : idle;
			default: next_state = idle;
		endcase
	end
	always@(posedge clk)begin
		if(rst) state <= idle;
		else state <= next_state;
	end
	assign y = (state==s110)&&i;
endmodule 
</file>
<file path="./constraint.sdc">
current_design sequence

set clk_period 1.0
set clk_io_pct 0.2

create_clock -name clk0 -period $clk_period [get_ports {clk}]

set non_clock_inputs [all_inputs -no_clocks]
set_input_delay [expr $clk_period * $clk_io_pct] -clock clk0 $non_clock_inputs
set_output_delay [expr $clk_period * $clk_io_pct] -clock clk0 [all_outputs]
</file>
==> load_flow_metrics.sql <==
-- metrics for the results database
INSERT INTO impl_metrics (metric_group, metric, value, unit) VALUES
('status', 'run_status', 'finished, final reports clean', ''),
('finish', 'layout.cells.most_common', 'sky130_fd_sc_hd__nor2_1', ''),
('min_path', 'hp-start', 'i', ''),
('clock_network', 'htree_num_levels', '1', ''),
('floorplanning', 'core_area', '0.003416', 'mm²'),
('critical_path', 'crit_path_dat', '0.76', 'ns'),
('synthesis', 'yosys-top-cells-area', 'sky130_fd_sc_hd__dfxtp_1, sky130_fd_sc_hd__nor2_1, sky130_fd_sc_hd__nand2b_4, sky130_fd_sc_hd__a21boi_2, sky130_fd_sc_hd__nor3b_1', ''),
('critical_path', 'crit_chain', 'and2_4, buf_6', ''),
('critical_path', 'critPathLaunch', 'state[3]$_DFF_P_', ''),
('sta', 'drv_slew', '0', ''),
('critical_path', 'worst_path_buffer_plus_inverter_count', '1', ''),
('place', 'dp.cells', '63', ''),
('floorplanning', 'std_cell_rows', '21', ''),
('finish', 'layout_top_cells', 'sky130_fd_sc_hd__nor2_1, sky130_fd_sc_hd__clkbuf_4, sky130_fd_sc_hd__dfxtp_1', ''),
('sta', 'worst_slew_pin_slew', '0.1922', 'ns'),
('grt', 'grt_antenna_before_repair', '0', ''),
('sta', 'final.setup_skew', '0.002388', 'ns'),
('critical_path', 'crit_path_max_incr_delay', '0.31', 'ns'),
('floorplanning', 'initCoreUtil', '4.029', '%'),
('synthesis', 'post_synthesis_cell_count_from_yosys', '13', ''),
('grt', 'grt_pass1_wl', '469', 'µm'),
('clock_network', 'clock_path_buffers', '2', ''),
('critical_path', 'cp_top_family', 'flip-flops', ''),
('finish', 'finalNonFillerCells', '66', ''),
('finish', 'num-fill-cells', '407', ''),
('run', 'cap_violations', '0', ''),
('power', 'powerDensity', '1532', 'mW/mm²'),
('place', 'preCtsSetupSlack', '-0.4672', 'ns'),
('place', 'globalplace.congestion', '0.6094', ''),
('synthesis', 'enable_flop_cells', '0', ''),
('drt', 'detail_route.wirelength', '301', 'µm'),
('synthesis', 'synthMostInstantiatedCell', 'sky130_fd_sc_hd__nor2_1', ''),
('finish', 'final-seq-area', '81.33', 'µm²'),
('sta', 'finalCriticalPeriod', '0.9627', 'ns'),
('critical_path', 'path_max_fanout', '2', ''),
('finish', 'largest_reg_flops', '4', ''),
('clock_network', 'numClockSinks', '4', ''),
('drt', 'dr.pass1.iters', '1', ''),
('sta', 'grt_setup_unrepaired', 'no', ''),
('synthesis', 'ys_area', '137.6', 'µm²'),
('sta', 'hold_viol', '0', ''),
('sta', 'final.period_utilization', '96.27', '%'),
('synthesis', 'number_of_flip_flops_and_latches_in_the_synthesized_netlist', '4', ''),
('critical_path', 'rr_endpoint', 'state[0]$_DFF_P_', ''),
('power', 'irDropWorstVdd', '0.1879', 'mV'),
('synthesis', 'mappedNetlistArea', '137.6', 'µm²'),
('synthesis', 'synth-async-reset-ratio', '0', '%'),
('critical_path', 'worst_setup_path_start_kind', 'flop', ''),
('synthesis', 'yosys-top-cells-count', 'sky130_fd_sc_hd__nor2_1, sky130_fd_sc_hd__dfxtp_1', ''),
('synthesis', 'yosysSeqAreaShare', '58.18', '%'),
('drt', 'num_vias', '112', ''),
('grt', 'globalRouteTotalUtil', '1.089', '%'),
('sta', 'finalSetupViolations', '0', ''),
('critical_path', 'reg_to_reg_slack_setup', '0.33', 'ns'),
('sta', 'setup_slack', '0.03728', 'ns'),
('finish', 'comb_area', '60.06', 'µm²'),
('finish', 'final_layout_size_suffix_gt1_share', '45.00', '%'),
('synthesis', 'syn_avg_cell_area', '10.59', 'µm²'),
('drt', 'ant_nets', '0', ''),
('drt', 'vias_per_cell', '1.697', ''),
('grt', 'grt_pass1_vias', '114', ''),
('synthesis', 'yosysWarnings', '1', ''),
('finish', 'area_growth_syn_to_layout', '88.18', '%'),
('drt', 'antenna-diode-count', '0', ''),
('power', 'power.leakage', '0.09380', 'nW'),
('synthesis', 'synth.distinct_cells', '6', ''),
('clock_network', 'cts.reportedPaths.clkPinSlew', '0.04', 'ns'),
('critical_path', 'critical_path_required', '0.80', 'ns'),
('finish', 'reg_top3', 'state x4', ''),
('floorplanning', 'die_wd', '80', 'µm'),
('drt', 'drt_iter0_drc', '0', '');
layer usage:
layer	up-vias	wire length (µm)	GRT usage [%]
met5	-	0	0
met4	0	0	0.1761
met3	0	74	1.932
met2	6	120	1.204
met1	51	106	0.9327
li1	55	-	-
layout make-up:
| cell class | count | area share (%) |
|---|---|---|
| multi-input cells | 9 | 23.19 |
| repair buffers | 4 | 14.49 |
| clock buffers | 3 | 8.696 |
| well taps | 46 | 22.22 |
| flip-flops and latches | 4 | 31.40 |
stage by stage:
stage / util (%) / hold WS [ns] / power (mW) / setup TNS [ns] / area [µm²]
global placement: 6.813 / 0.4421 / 0.2038 / -0.5919 / 232.7
CTS: 7.326 / 0.3782 / 0.4074 / 0 / 250.2
finish: 7.582 / 0.3898 / 0.3968 / 0 / 259.0
floorplan: - / 0.2751 / 0.1884 / 0 / 137.6
global route: 7.582 / 0.4126 / 0.4238 / 0 / 259.0
detailed placement: 6.813 / 0.4633 / 0.2056 / -0.6216 / 232.7
report_power, final:
part	internal [mW]	switching, mW
registers	0.169	0.00267
clock network	0.134	0.0608
logic	0.0179	0.0130
cell families after synthesis:
kind of cell | after synthesis | synth area share, %
DFF | 4 | 58.18
AOI/OAI and AO/OA | 1 | 8.181
and+or+nand+nor | 8 | 33.64
timing repair:
item                                    4_1_cts  5_1_grt
endpoints found under the setup margin        1        1
resized                                       5        2
pin swaps                                     1        1
worst min path at each step:
stage | endpoint | depth (start not counted) | slack [ns]
final | state[3]$_DFF_P_ | 3 | 0.39
after CTS | state[3]$_DFF_P_ | 3 | 0.38
after global routing | state[3]$_DFF_P_ | 3 | 0.41
worst reg2reg max path, cell delays in order (launching register included):
cell and delay [ns]:
sky130_fd_sc_hd__dfxtp_2 0.31, sky130_fd_sc_hd__nor2_1 0.18, sky130_fd_sc_hd__a21boi_2 0.07
No activity file was given, so power comes from the tool's default toggle rates.
