===== flow/design.v =====
module fa(input a,b,cin, output s,cout);
	assign s = a^b^cin;
	assign cout = a&&b || b&&cin || a&&cin;
endmodule 
module rca(input [7:0] a, b, input cin, output cy, output [7:0] s);
wire [6:0] co;
fa f1(a[0],b[0],cin,s[0],co[0]);
fa f2(a[1],b[1],co[0],s[1],co[1]);
fa f3(a[2],b[2],co[1],s[2],co[2]);
fa f4(a[3],b[3],co[2],s[3],co[3]);
fa f5(a[4],b[4],co[3],s[4],co[4]);
fa f6(a[5],b[5],co[4],s[5],co[5]);
fa f7(a[6],b[6],co[5],s[6],co[6]);
fa f8(a[7],b[7],co[6],s[7],cy);
endmodule 

===== flow/run.sh =====
#!/bin/bash
# OpenROAD 26Q1-2900-gdf79404cd8, Yosys 0.63+post, stock flow scripts
make -C /OpenROAD-flow-scripts/flow DESIGN_CONFIG=/design/flow/config.mk WORK_HOME=/design/flow/orfs finish

===== flow/config.mk =====
export PLATFORM = sky130hd
export DESIGN_NAME = rca
export DESIGN_NICKNAME = rca
export VERILOG_FILES = /design/flow/design.v
export SDC_FILE = /design/flow/constraint.sdc
export NUM_CORES = 4
export LEC_CHECK = 1
export CORE_AREA = 10 10 70 70
export DIE_AREA = 0 0 80 80

===== flow/constraint.sdc =====
current_design rca

set clk_period 6.2
set clk_io_pct 0.2

create_clock -name clk0 -period $clk_period

set non_clock_inputs [all_inputs -no_clocks]
set_input_delay [expr $clk_period * $clk_io_pct] -clock clk0 $non_clock_inputs
set_output_delay [expr $clk_period * $clk_io_pct] -clock clk0 [all_outputs]

==> GITHUB_STEP_SUMMARY <==
### Metrics collected by this job

| Metric | Value |
|---|---|
| Status | `finished clean` |
| Crit path arrival time | `between 4 and 5 ns` |
| Die width | `about 80 µm` |
| Synthesized area | `~260 µm²` |
| Biggest area cells | `fa_1, buf_4, inv_1` |
| Part of the cycle the worst path needs | `0.9561` |
| RSZ-0062 raised after global routing | `no` |
| WP data required | `4.96 ns` |
| First-pass GRT wire length | `1179 µm` |
| FMAX | `168.7 MHz` |
| Pre-Place Util | `0.07546` |
| Synth Area per Inst | `slightly below 10 µm²` |
| Number of library cell types mapped by synthesis | `3` |
| Registers | `0` |
| Worst slew margin | `0.9322` |
| DRC viols | `0` |
| Worst VDD drop | `roughly 22 µV` |
| YS warnings | `0` |
| HP Class | `primary input to output port` |
| CP endpoint kind | `output port` |
| Hold path endpoint | `s[7]` |
| Hold path depth | `5` |
| Worst-Margin Slew | `~0.10 ns` |
| Full die area | `approximately 6400 µm²` |
| GR Util All Layers | `0.02330` |
| Worst Hold Launch | `b[7]` |
| Ys cells | `26` |
| CP Max Fanout | `1` |
| N_diodes | `0` |
| Critical path launch point type | `primary input` |
| FF/Latch Area | `0 µm²` |
| Total power | `roughly 0.044 mW` |
| Via density per instance | `2.356` |
| Site Rows | `21` |
| Vias | `about 210` |
| Post-synth seq share | `0` |
| Fill count | `392` |
| Final Hold Viols | `0` |
| Routability cong. | `0.8335` |
| Placed wire-length estimate | `about 750 µm` |
| Yosys stat area | `approximately 260 µm²` |
| Core box area | `3416 µm²` |
| Initial DRC count | `2` |
| Final setup vio count | `0` |
| Largest net degree at the start of global routing | `2` |
| Synth-to-Final Area Change | `104.9%` |
| Pre-antenna DRT Iters | `2` |
| PortBufs | `26` |
| DRT antenna net count | `0` |
| Tool Warnings | `32` |
| Top-area cell share | `0.6214` |
| Fin. max-slew vios | `0` |
| Largest area contributor in the netlist | `fa_1` |
| Fin crit period | `~5.9 ns` |
| PwrDens | `83.67 nW/µm²` |
| Pleak | `~0.21 nW` |
| I/O pin cnt | `26` |
| Number of max-cap violations | `0` |
| Initial antenna violation count | `0` |
| Gr ovfl total | `0` |
| Setup TNS | `0 ns` |
| Number of global-route vias before repair | `263` |
| # clk buffers | `0` |
| WS Path Type | `primary input to output port` |
| Die Y | `~80 µm` |
| Drt total wl | `772 µm` |
| Share of cells above drive strength 1 | `0.2727` |
| Wire per inst | `8.578 µm` |
| Post-CTS Setup Bufs | `0` |
| Synth Instances | `26` |
-- cell usage in the layout (no fill, tap or decap), drive strengths merged --
master         synthesis  routed
clkdlybuf4s50          0      22
inv                   10      10
fa                     8       8
dlygate4sd2            0       4
-- cell families after synthesis --
family,count (synthesis),synth area share
buffers and inverters,18,0.3787
adders and majority gates,8,0.6213
-- repair_timing --
action	CTS	global route
hold buffers	0	0
resized	16	0
setup endpoints to repair	1	0
-- how the worst max path moves through the flow --
stage	from	to	slack, ns	cells past startpoint
CTS	a[0]	s[7]	0.23	14
global route	a[0]	s[7]	0.10	14
finish	a[0]	s[7]	0.27	14
-- per-layer routing --
| metal | GRT usage | vias up | wire, µm | part of all wire |
|---|---|---|---|---|
| li1 | - | 96 | - | - |
| met1 | 0.02639 | 92 | 287 | 0.37 |
| met2 | 0.02889 | 24 | 229 | 0.30 |
| met3 | 0.02841 | 0 | 255 | 0.33 |
| met4 | 0 | 0 | 0 | 0 |
| met5 | 0 | - | 0 | 0 |
-- cell type report --
class | count | area (µm²) | area share
repair buffers | 26 | 255.2 | 0.4834
well taps | 46 | 57.56 | 0.1090
inverters | 10 | 37.54 | 0.07109
multi-input cells | 8 | 177.7 | 0.3365
-- stage by stage --
step | utilization | area [µm²] | worst slack, ns | hold WS [ns] | cells
floorplan | - | 257.7 | 0.6242 | 2.697 | 26
global placement | 0.1509 | 515.5 | -0.2750 | 3.534 | 90
detailed placement | 0.1509 | 515.5 | -0.3159 | 3.527 | 90
CTS | 0.1546 | 528.0 | 0.2330 | 3.370 | 90
global route | 0.1546 | 528.0 | 0.1005 | 3.421 | 90
finish | 0.1546 | 528.0 | 0.2725 | 3.361 | 90
-- critical path, cell delays in order --
cell and delay [ns]:
dlygate4sd2_1 0.24, inv_2 0.06, fa_2 0.20, inv_2 0.04, fa_2 0.35, fa_2 0.37
fa_2 0.38, fa_2 0.37, fa_2 0.37, fa_2 0.36, inv_2 0.06, fa_1 0.39
inv_1 0.06, dlygate4sd2_1 0.20
-- Yosys cell counts --
library cell	instances
inv_1	10
buf_4	8
fa_1	8
-- where the power goes --
part / internal [mW] / leakage, nW / total (mW) / switching (mW)
Combinational: 0.0317 / 0.208 / 0.0442 / 0.0125
Clock: 0 / 0 / 0 / 0
Sequential: 0 / 0 / 0 / 0
Power and IR drop assume default switching activity.
